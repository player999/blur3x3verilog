==> ./design.v <==
module filter(RST, CLK, ST, RD);
parameter imW = 16;
parameter imH = 16;
parameter idata_w = 8*3;
parameter odata_w = 8;
parameter addr_w = 8;
input CLK;
input ST;
input RST;
output reg RD;
reg [63:0] IN_DATA;
wire [63:0] OUT_DATA;
wire BR;
always @(posedge CLK) begin
 if(RST == 1) begin
  IN_DATA = 0;
 end 
 if(BR == 1) begin
  RD = 1;
 end
end
for_H main(IN_DATA, OUT_DATA, BR, ST, CLK, RST);
endmodule
module for_H(IN_DATA, OUT_DATA, RD, ST, CLK, RST);
parameter in_w = 64;
parameter out_w = 64;
parameter int_in_w = 64;
parameter int_out_w = 64;
input [in_w-1:0] IN_DATA;
output reg [out_w-1:0] OUT_DATA;
reg [out_w-1:0] DATA;
input CLK;
output reg RD;
input ST;
input RST;
reg [1:0] state;
reg BS;
wire TST;
wire TST1;
wire BR;
wire [in_w-1:0] INIT_DATA;
wire [out_w-1:0] BODY_DATA;
forH_init init_module(IN_DATA, INIT_DATA);
forH_body body_module(DATA, BODY_DATA, BR, BS, CLK, RST);
forH_test test_module(BODY_DATA, TST);
forH_test test_module1(INIT_DATA, TST1);
   always @(posedge CLK) begin
          if(RST == 1) begin
                 state = 0;
                 OUT_DATA = 0;
                 RD = 1;
          end
          case(state)
                  0: begin
                    BS = 0;
                    RD = 1;
                    if(ST == 1) begin
                      DATA = INIT_DATA;
                      state = 1;
                    end
                  end
                  1: begin
                    BS = 0;
                    RD = 0;
                    if(TST1 == 1) begin
                      state = 2;
                      BS = 1;
                    end else begin
                      state = 0;
                      OUT_DATA = INIT_DATA;
                    end                
                  end
                  2: begin
                    BS = 1;
                    RD = 0;
                    if(BR == 1) begin
                      state = 3;
                      DATA = BODY_DATA;
                    end
                  end
                  3: begin
                    BS = 0;
                    RD = 0;
                    if(TST == 1) begin
                      state = 2;
                      BS = 0;
                    end else begin
                      state = 0;
                      OUT_DATA = DATA;
                    end
                  end
                  default: begin
                     state = 0;
                  end
          endcase
   end
endmodule
module for_W(IN_DATA, OUT_DATA, RD, ST, CLK, RST);
parameter in_w = 64;
parameter out_w = 64;
parameter int_in_w = 64;
parameter int_out_w = 64;
input [in_w-1:0] IN_DATA;
output reg [out_w-1:0] OUT_DATA;
reg [out_w-1:0] DATA; 
input CLK;
output reg RD;
input ST;
input RST;
reg [1:0] state;
reg BS;
wire TST;
wire TST1;
wire BR;
wire [in_w-1:0] INIT_DATA;
wire [out_w-1:0] BODY_DATA;
forW_init init_module(IN_DATA, INIT_DATA);
forW_body body_module(DATA, BODY_DATA, BR, BS, CLK, RST);
forW_test test_module(BODY_DATA, TST);
forW_test test_module1(INIT_DATA, TST1);
   always @(posedge CLK) begin
          if(RST == 1) begin
                 state = 3;
                 DATA = 0;
                 RD = 1;
          end
          case(state)
                  0: begin
                    BS = 0;
                    RD = 1;
                    if(ST == 1) begin
                      DATA = INIT_DATA;
                      state = 1;
                    end
                  end
                  1: begin
                    BS = 0;
                    RD = 0;
                    if(TST1 == 1) begin
                      state = 2;
                      BS = 1;
                    end else begin
                      state = 0;
                      OUT_DATA = INIT_DATA;
                    end                
                  end
                  2: begin
                    BS = 1;
                    RD = 0;
                    if(BR == 1) begin
                      state = 3;
                      DATA = BODY_DATA;
                    end
                  end
                  3: begin
                    BS = 0;
                    RD = 0;
                    if(TST == 1) begin
                      state = 2;
                      BS = 0;
                    end else begin
                      state = 0;
                      OUT_DATA = DATA;
                    end
                  end
                  default: begin
                     state = 0;
                  end
          endcase
   end
endmodule
module forH_body(IN_DATA, OUT_DATA, RD, ST, CLK, RST);
  parameter in_w = 64;
  parameter out_w = 64;
  input [in_w-1:0] IN_DATA;
  output [out_w-1:0] OUT_DATA;
  input CLK;
  output RD;
  input ST;
  input RST;
  for_W inner(IN_DATA, OUT_DATA, RD, ST, CLK, RST); 
endmodule
module forH_init(IN_DATA, OUT_DATA);
  parameter in_w = 64;
  input [in_w-1:0] IN_DATA;
  output[in_w-1:0] OUT_DATA;
  assign OUT_DATA = IN_DATA;
endmodule
module forH_test(BODY_DATA, TST);
  parameter out_w = 64;
  input [out_w-1:0] BODY_DATA;
  output TST;
  assign TST = BODY_DATA[63:32] < 16-2;
endmodule
module forW_body(IN_DATA, OUT_DATA, RD, ST, CLK, RST);
  parameter in_w = 64;
  parameter out_w = 64;
  parameter addr_w = 8;
  parameter idata_w = 24;
  parameter imH = 16;
  parameter imW = 16;
  input [in_w-1:0] IN_DATA;
  output reg [out_w-1:0] OUT_DATA;
  input CLK;
  output reg RD;
  input ST;
  input RST;
  wire [addr_w-1:0] I;
  wire [addr_w-1:0] J;
  reg [addr_w-1:0] ADDR1;
  reg [addr_w-1:0] ADDR2;
  reg [addr_w-1:0] ADDR3;
  reg [addr_w-1:0] ADDRO;
  wire [idata_w-1:0] IDATA1;
  wire [idata_w-1:0] IDATA2;
  wire [idata_w-1:0] IDATA3;
  reg [7:0] PXDATA;
  wire [7:0] A0;
  wire [7:0] A1;
  wire [7:0] A2;
  wire [7:0] A3;
  wire [7:0] A4;
  wire [7:0] A5;
  wire [7:0] A6;
  wire [7:0] A7;
  wire [7:0] A8;
  wire [11:0] PIXEL;
  reg WR;
  reg Read;
  assign J = IN_DATA[7:0];
  assign I = IN_DATA[39:32];
  assign A0 = IDATA1[7:0];
  assign A1 = IDATA1[15:8];
  assign A2 = IDATA1[23:16];
  assign A3 = IDATA2[7:0];
  assign A4 = IDATA2[15:8];
  assign A5 = IDATA2[23:16];
  assign A6 = IDATA3[7:0];
  assign A7 = IDATA3[15:8];
  assign A8 = IDATA3[23:16];
  assign PIXEL = (A0 + A1 + A2 + A3 + A4 + A5 + A6 + A7 + A8) / 9;
  mem3wide mem1(ADDR1, 8'h0, IDATA1, CLK, Read, 1'b0);
  mem3wide mem2(ADDR2, 8'h0, IDATA2, CLK, Read, 1'b0);
  mem3wide mem3(ADDR3, 8'h0, IDATA3, CLK, Read, 1'b0);
  mem3wide_o memout(.ADDR(ADDRO), .IDATA(PXDATA), .CLK(CLK), .RD(1'b0), .WR(WR));
  always @(posedge CLK) begin
      if(RST == 1) begin 
        ADDR1 = 0 * imW;
        ADDR2 = 1 * imW;
        ADDR3 = 2 * imW;
        RD = 0;
        Read = 1;
      end
      if(ST == 1) begin
        RD = 0;
        Read = 1;
        ADDRO = I * imW + J - 1;
        ADDR2 = (I + 0)* imW + J - 2;
        ADDR3 = (I + 1) * imW + J - 2;
        ADDR1 = (I - 1) * imW + J - 2;
        WR = 0;
      end
      if(ST == 0 && RD == 0) begin 
        Read = 0;
        WR = 1;
        PXDATA = PIXEL[7:0];
        RD = 1;
      end
      OUT_DATA[31:0] = IN_DATA[31:0] + 1;
      OUT_DATA[63:32] = IN_DATA[63:32];
  end
endmodule
module forW_init(IN_DATA, OUT_DATA);
  parameter in_w = 64;
  input [in_w-1:0] IN_DATA;
  output[in_w-1:0] OUT_DATA;
  assign OUT_DATA[63:32] = IN_DATA[63:32] + 1;
  assign OUT_DATA[31:0] = 1;
endmodule
module forW_test(BODY_DATA, TST);
  parameter out_w = 64;
  input [out_w-1:0] BODY_DATA;
  output TST;
  assign TST = BODY_DATA[31:0] < 16-1;
endmodule
==> ./run.sh <==
#!/bin/bash
# OpenROAD 26Q1-2900-gdf79404cd8, Yosys 0.63+post, stock flow scripts
make -C /OpenROAD-flow-scripts/flow DESIGN_CONFIG=/design/flow/config.mk WORK_HOME=/design/flow/orfs finish
==> ./config.mk <==
export PLATFORM = sky130hd
export DESIGN_NAME = forW_test
export DESIGN_NICKNAME = forW_test
export VERILOG_FILES = /design/flow/design.v
export SDC_FILE = /design/flow/constraint.sdc
export NUM_CORES = 4
export LEC_CHECK = 1
export CORE_AREA = 10 10 70 70
export DIE_AREA = 0 0 80 80
==> ./constraint.sdc <==
current_design forW_test

set clk_period 1.5
set clk_io_pct 0.2

create_clock -name clk0 -period $clk_period

set non_clock_inputs [all_inputs -no_clocks]
set_input_delay [expr $clk_period * $clk_io_pct] -clock clk0 $non_clock_inputs
set_output_delay [expr $clk_period * $clk_io_pct] -clock clk0 [all_outputs]
==> summary.txt <==
run results: pin count of the biggest net entering global routing=2, endpoint of the worst hold path=TST, top cell type by instance count after synthesis=nor4_1, power share of the clock group=0%, fin crit period=1408 ps, status=complete, no violations, VDD IR max=0.03347 mV, vias=248, Die Size=0.006400 sq mm, placed insts=90, routed vias/inst=2.725, P_sw=0.00002375 W, Sequential Power Share=0%, clock buffers=0, library cells used by synthesis=4, Rel. slew slack=85.90%, crit path max fanout=1, worst hold stages=5, Log Warnings=64, Yosys top cell area share=44.12%, # DRC=0, Sw Ratio=30.54%, die width=80 um, Routed WL=1272 um, Slew @ Worst Pin=209.7 ps, crit path DRT=1200 ps, area delta synth->final=463.2%, Slew Viols, Final=0, Placement Rows=21, GPL Wtd Cong=0.8148, unrepaired setup endpoints after global routing=no, critical-path cell list=clkdlybuf4s15_1 > nor4_2 > nand4_1 > nor2_1 > buf_2, Seq share, synth=0%, mean routed wirelength per cell=13.98 um, register area=0 sq um, fp util=2.491%, mapped cell area=85.08 sq um, Ports=65, fin crit share=93.88%, CP Capture Type=primary output, PD cells=162.3 mW/mm^2, Hold Crit Start=BODY_DATA[7], Finished Layout Cells=91, DRT Pass-1 Iters=2, vias in the first global route=285, overall power=0.00007778 W, GRT overflow=0, ys cells=11, Pint=0.00005403 W, kind of critical path=in -> out, Tot GR Track Use=3.764%, Comb power frac=100.0%, Critical Path AT=1110 ps, DR iter-0 viols=3, PortBufs=33, Top cells by area=nor4_2 44%, nor4_1 29%, nand4_1 22%, CP max stage delay=270 ps, setup TNS=0 ps, global-route wire length before repair=1780 um, Slowest cell on crit path=nor4_2, Routed Antenna Nets=0, Commonest cells post-synth=4 x nor4_1, 3 x nand4_1, 3 x nor4_2, fmax=710.1 MHz, CP Launch Type=primary input, Final Hold Viols=0, cell taking the most area after synthesis=nor4_2, Max Cap Violations=0, Core Box Area=0.003416 sq mm, initial antenna violation count=1, Hold Path Class=in -> out, share of cells above drive strength 1=25.00%, Yosys warnings=0, syn_area_per_cell=7.735 sq um, leak pwr=0.1829 nW, flip-flops=0, hold_buf cts=0, Die Y=80 um, final setup violation count=0, yosys stat area=85.08 sq um, Post-DP HPWL=1202 um, cell count after synthesis=11
-- critical path, delay by kind of cell --
kind                   cells  cell delay (ps)
buffers and inverters      2              280
and+or+nand+nor            3              520
-- worst max-delay path by stage --
| stage | end | slack (ps) | startpoint | cells after the start |
|---|---|---|---|---|
| after CTS | TST | 2 | BODY_DATA[15] | 5 |
| after global routing | TST | 0.2 | BODY_DATA[16] | 5 |
| final | TST | 90 | BODY_DATA[16] | 5 |
-- stage by stage --
step / utilization [%] / hold slack, ps / setup WS, ps / instance area [sq um]
final: 14.03 / 966.5 / 91.73 / 479.2
after global routing: 14.03 / 1021 / 0.2071 / 479.2
after CTS: 13.44 / 1065 / 1.629 / 459.2
after detailed placement: 13.85 / 1642 / -658.3 / 473.0
after global placement: 13.85 / 1645 / -628.8 / 473.0
after floorplan: - / 695.7 / 487.0 / 85.08
-- cell usage in the layout (no fill, tap or decap) --
| cell | n |
|---|---|
| dlygate4sd2_1 | 12 |
| nand4_1 | 3 |
| clkbuf_2 | 3 |
| nor4_4 | 1 |
| diode_2 | 1 |
| clkdlybuf4s15_1 | 12 |
| clkdlybuf4s50_1 | 3 |
| nor4_2 | 6 |
| nor2_1 | 1 |
| buf_2 | 1 |
| dlymetal6s2s_1 | 2 |
-- power groups by stage --
stage	combinational [W]	clock, W	sequential, W
final	0.0000778	0.0000000000891	0
after global routing	0.0000825	0.0000000000891	0
after CTS	0.0000748	0	0
-- what timing repair did --
| item | CTS | global route |
|---|---|---|
| gates resized | 38 | 17 |
| pin swaps | 10 | 10 |
| setup endpoints to repair | 1 | 1 |
| setup buffers | 0 | 0 |
-- logic make-up (layout without fill, tap and decap cells) --
kind of cell           count (synthesis)  after routing  share of synthesized area [%]
AND/OR/NAND/NOR                       11             11                          100.0
buffers and inverters                  0             33                              0
other                                  0              1                              0
-- layout make-up --
| type | instances | area (sq um) |
|---|---|---|
| multi-input cells | 11 | 118.9 |
| well taps | 46 | 57.56 |
| fillers | 406 | 2937 |
| diodes | 1 | 2.502 |
| repair buffers | 33 | 300.3 |
-- per-layer routing --
layer / up-vias / GRT usage (%) / share of wire, %
li1: 120 / - / -
met1: 107 / 4.351 / 39
met2: 21 / 5.297 / 38
met3: 0 / 3.523 / 23
met4: 0 / 0 / 0
met5: - / 0 / 0
Power and IR drop assume default switching activity.
